`constraint.sdc`:
```
current_design llm

set clk_period 3.6
set clk_io_pct 0.2

create_clock -name clk0 -period $clk_period [get_ports {clock}]

set non_clock_inputs [all_inputs -no_clocks]
set_input_delay [expr $clk_period * $clk_io_pct] -clock clk0 $non_clock_inputs
set_output_delay [expr $clk_period * $clk_io_pct] -clock clk0 [all_outputs]
```
`design.v`:
```
module llm(green, red, yellow, clock, a1, a2, a3, deception_out, current_state, timer);
    input green, red, yellow;
    input clock;
    output reg[3:0] current_state;
    output reg a1, a2, a3, deception_out;  
    output reg[5:0] timer;
    parameter LAY_LOW = 4'b0000;
    parameter DECEPTION = 4'b0001;
    parameter ATTACK_SECURITY = 4'b0010;
    parameter ATTACK_DATABASE = 4'b0011;
    parameter FAIL = 4'b0100;
    parameter EXPANSION = 4'b0101;
    initial begin
        current_state = LAY_LOW;
        timer = 1;
        a1 = 0; a2 = 0; a3 = 0; deception_out = 0;
    end
    always @(posedge clock) begin
        case (current_state)
            LAY_LOW: begin
                if (red) begin
                    current_state <= DECEPTION;
                    timer <= 1;
                    deception_out <= 1;
                end else if (yellow) begin
                    timer <= timer + 1;
                    if (!yellow && green) begin
                        current_state <= ATTACK_SECURITY;
                        timer <= 1;
                        a1 <= 1;
                    end
                end else if (green && timer >= 20) begin
                    current_state <= ATTACK_SECURITY;
                    timer <= 1;
                    a1 <= 1;
                end else begin
                    timer <= timer + 1;
                end
            end
            ATTACK_SECURITY: begin
                if (red) begin
                    current_state <= DECEPTION;
                    timer <= 1;
                    deception_out <= 1;
                end else if (yellow) begin
                    current_state <= LAY_LOW;
                    timer <= 1;
                    a1 <= 0;
                end else if (green && timer >= 20) begin
                    current_state <= ATTACK_DATABASE;
                    timer <= 1;
                    a2 <= 1;
                end else begin
                    timer <= timer + 1;
                end
            end
            ATTACK_DATABASE: begin
                if (red) begin
                    current_state <= DECEPTION;
                    timer <= 1;
                    deception_out <= 1;
                end else if (yellow) begin
                    current_state <= ATTACK_SECURITY;
                    timer <= 1;
                    a2 <= 0;
                end else if (green && timer >= 10) begin
                    current_state <= EXPANSION;
                    timer <= 1;
                    a3 <= 1;
                end else begin
                    timer <= timer + 1;
                end
            end
            DECEPTION: begin
                timer <= timer + 1;
                deception_out <= 1; 
                if (timer >= 15) begin
                    if (red) begin
                        current_state <= FAIL;
                    end else begin
                        current_state <= LAY_LOW;
                        a1 <= 0; a2 <= 0; a3 <= 0; deception_out <= 0; 
                    end
                    timer <= 1;
                end
            end
            FAIL: begin
                a1 <= 0; a2 <= 0; a3 <= 0; deception_out <= 0; 
            end
            EXPANSION: begin
                timer <= timer + 1;
            end
            default: begin
                current_state <= LAY_LOW;
                timer <= 1;
                a1 <= 0; a2 <= 0; a3 <= 0; deception_out <= 0;
            end
        endcase
    end
endmodule
```
`run.sh`:
```
#!/bin/bash
# OpenROAD 26Q1-2900-gdf79404cd8, Yosys 0.63+post, stock flow scripts
make -C /OpenROAD-flow-scripts/flow DESIGN_CONFIG=/design/flow/config.mk WORK_HOME=/design/flow/orfs finish
```
`config.mk`:
```
export PLATFORM = sky130hd
export DESIGN_NAME = llm
export DESIGN_NICKNAME = llm
export VERILOG_FILES = /design/flow/design.v
export SDC_FILE = /design/flow/constraint.sdc
export NUM_CORES = 4
export LEC_CHECK = 1
export CORE_AREA = 10 10 80 80
export DIE_AREA = 0 0 90 90
```
==> metrics.yaml <==
critical_path:
  critical_path_depth: 1
  critical_path.startpoint: "current_state[0]$_DFFE_PP_"
  required_ps: 2880
  r2r-start: "timer[0]$_DFFE_PP_"
  crit_fanout: 17
  crit_family: "flip-flops"
  crit_path_end_kind: "primary output"
  worstRegToRegCells: 5
  slowest_delay_ps: 670
  worstPathCellList: "clkdlybuf4s50_1"
  worst_path_max_delay_cell: "edfxtp_1"
  cp.buffers_inverters: 1
  critical_path_class: "reg2out"
  cp.arrival_ps: 1480
  startpoint_type: "register"
final_timing:
  tns_ps: 0
  maxSlewViolCount: 0
  tightestPinTransition_ps: 512
  finalSetupViolCount: 0
  max_slew_margin: 0.659
  skew_ps: 0.857
  clock.fmax_mhz: 454
  rsz0062_at_grt: "no"
  hold_violations: 0
  period_used_share: 0.611
  fin_crit_ps: 2200
placed_design:
  port_buffers: 16
  place_hpwl_microns: 1510
  place_congestion: 0.848
  place_area_sq_um: 1110
routing:
  vias: 706
  drc: 0
  routed_via_density: 4.10
  drtIter0Drc: 87
  drtPass1Iterations: 4
  ant_nets: 0
  antennaDiodeCount: 0
  routed_wl_microns: 2010
  wl_per_cell_microns: 11.7
floorplan:
  fp_util: 0.190
  die_height_microns: 90
  rows: 25
  ios: 18
  die_w_microns: 90
  chipArea_sq_um: 8100
  coreArea_sq_um: 4720
pwr:
  cellLeakagePower_nw: 0.419
  cellPowerDensity_nw_per_um2: 855
  irDropWorstVdd_v: 0.000170
clocking:
  cts-htree-levels: 1
  clk_pin_slew_ps: 60
  hold_buffers: 0
  cts_setup_buffers: 0
  clock_path_buffers: 2
  cts_tree: "built"
  clockRootBuffer: "clkbuf_8"
  cts_made_buffers: 3
  clkLatencyLatePin_ps: 240
  cts.sinks: 13
  ctsResizeCount: 0
synthesis:
  yosysUniqueCellTypes: 36
  ys_area_sq_um: 898
  numSynthFlops: 13
  largest_area_cell: "edfxtp_1"
  netlist_area_sq_um: 898
  yosysWarnings: 1
  netlist_instances: 90
  ff_type: "edfxtp_1"
  edf_count: 13
  async_flop_share: 0
  synth_seq_share: 0.435
  synth_area_per_cell_sq_um: 9.98
  yosys_cells: 90
  ys_top_cells_by_area: "edfxtp_1 43%, a21oi_1 3.9%, inv_1 2.9%"
  top_cell_area_share: 0.435
grt:
  grt_pass1_wl_microns: 3410
  antenna_found_initial: 0
  grt_pass1_vias: 749
  grt_max_degree: 18
  grt_usage: 0.0479
  overflow: 0
min_path:
  hold_path_depth: 1
  worst_hold_path_type: "reg2reg"
  hp-start: "current_state[2]$_DFFE_PP_"
cells_and_area:
  drive_above_1_share: 0.0857
  area.growth.synth_to_final_pct: 29.1
  final_layout_top_logic_cell: "clkdlybuf4s50_1"
  layout_top_cells: "16 x clkdlybuf4s50_1, 13 x edfxtp_1, 7 x inv_1, 7 x a21oi_1, 6 x nor2_1"
  stdcell_area_sq_um: 1160
job:
  warning_count: 27
  cap_violations: 0
status:
  status: "finished clean"
[cell families after synthesis]
kind of cell / after synthesis / synth area share
muxes: 1 / 0.0167
and+or+nand+nor: 29 / 0.181
AOI/OAI and AO/OA: 27 / 0.227
xor gates and xnor gates: 5 / 0.0488
other: 1 / 0.00417
buffers and inverters: 12 / 0.0599
DFF: 13 / 0.435
adders and majority gates: 2 / 0.0279
[final cells by class]
| class | instances | area (sq um) |
|---|---|---|
| Timing Repair Buffer | 16 | 160 |
| Fill cell | 477 | 3560 |
| Multi-Input combinational cell | 65 | 454 |
| Clock buffer | 4 | 45.0 |
| Inverter | 7 | 26.3 |
| Tap cell | 67 | 83.8 |
| Sequential cell | 13 | 390 |
[stage by stage]
step	std cells	worst slack, ps	total power, W	hold WS, ps	util
floorplan	90	1810	0.000666	645	-
global placement	168	1320	0.000861	797	0.236
detailed placement	168	1290	0.000867	788	0.236
CTS	172	1400	0.00100	806	0.246
global route	172	1300	0.00107	840	0.246
finish	172	1400	0.000992	809	0.246
[worst paths after layout]
kind | to | slack [ps]
setup / recovery | current_state[0] | 1400
hold / removal | deception_out$_DFFE_PP_ | 810
setup reg to reg | a3$_DFFE_PP_ | 1600
hold reg to reg | deception_out$_DFFE_PP_ | 810
[sequential cells by signal (all words and copies together), names as in the netlist]
| signal | count |
|---|---|
| current_state | 3 |
| a3 | 1 |
| a2 | 1 |
| deception_out | 1 |
| timer | 6 |
| a1 | 1 |
[Yosys cell counts (all sizes together), types with 3 or more instances]
cell type	instances
edfxtp	13
a21oi	8
inv	7
nor2	6
o21ai	5
nor3	4
a21o	3
clkbuf	3
nand2b	3
nand3	3
o22ai	3
xnor2	3
[power by group]
part	total [W]	internal, W	switching [W]	leakage (nW)
clock network	0.000131	0.0000782	0.0000530	0.0228
registers	0.000396	0.000278	0.000119	0.137
logic	0.000464	0.000271	0.000194	0.259
total	0.000992	0.000627	0.000365	0.419
[routing by layer]
metal	global-route usage	routed length, microns	vias up
li1	-	-	353
met2	0.0847	965	18
met4	0.0133	55	0
met5	0	0	-
met1	0.0571	925	330
met3	0.0101	64	5
Power and IR drop assume default switching activity.
